### /design/flow/run.sh
#!/bin/bash
# OpenROAD 26Q1-2900-gdf79404cd8, Yosys 0.63+post, stock flow scripts
make -C /OpenROAD-flow-scripts/flow DESIGN_CONFIG=/design/flow/config.mk WORK_HOME=/design/flow/orfs finish
### /design/flow/config.mk
export PLATFORM = sky130hd
export DESIGN_NAME = fifo
export DESIGN_NICKNAME = fifo
export VERILOG_FILES = /design/flow/design.v
export SDC_FILE = /design/flow/constraint.sdc
export NUM_CORES = 4
export LEC_CHECK = 1
export CORE_UTILIZATION = 40
### /design/flow/constraint.sdc
current_design fifo

set clk_period 9.9
set clk_io_pct 0.2

create_clock -name clk0 -period $clk_period [get_ports {clk}]

set non_clock_inputs [all_inputs -no_clocks]
set_input_delay [expr $clk_period * $clk_io_pct] -clock clk0 $non_clock_inputs
set_output_delay [expr $clk_period * $clk_io_pct] -clock clk0 [all_outputs]
### /design/flow/design.v
`timescale 1ns/10ps
module fifo(
	input  clk,
	input  rst,
	input  [72-1:0] data_i,
	output [72-1:0] data_o,
	input  push,
	input  pop,
	output empty,
	output full
);
reg [3:0] r_ptr, w_ptr;
reg [72-1:0] buffer [0:8-1];
wire match;
always@( posedge clk or posedge rst ) begin		 
	if ( rst )
		w_ptr <= 0;
	else if ( push )
		w_ptr <= w_ptr + 1;
end
always@( posedge clk ) begin
	if ( push )
		buffer[w_ptr[3-1:0]] <= data_i;
end
always@( posedge clk or posedge rst ) begin		 
	if ( rst )
		r_ptr <= 0;
	else if ( pop )
		r_ptr <= r_ptr + 1;
end
assign data_o = buffer[r_ptr[3-1:0]];
assign match = (w_ptr[3-1:0] == r_ptr[3-1:0]) ? 1'b1 : 1'b0;
assign empty = match && (w_ptr[3] == r_ptr[3]);
assign full  = match && (w_ptr[3] != r_ptr[3]);
endmodule
==> node_exporter_impl.prom <==
# HELP chip_impl_metric Implementation results
# TYPE chip_impl_metric gauge
chip_impl_info{name="crit_slowest_cell",value="sky130_fd_sc_hd__dfrtp_4"} 1
chip_impl_metric{name="max_clock_freq",unit="GHz"} 0.163
chip_impl_metric{name="yosys.area.top_type_share",unit=""} 0.784
chip_impl_metric{name="post_drt_via_cell_ratio",unit=""} 5.29
chip_impl_info{name="regToRegStartpoint",value="w_ptr[0]"} 1
chip_impl_metric{name="vdd_ir_drop_max",unit="mV"} 0.153
chip_impl_metric{name="timing.critical_path.required",unit="ns"} 7.92
chip_impl_metric{name="grt_usage",unit=""} 0.173
chip_impl_info{name="synthTopCellsByArea",value="sky130_fd_sc_hd__edfxtp_1 78%, sky130_fd_sc_hd__mux4_2 15%, sky130_fd_sc_hd__mux2_2 3.8%"} 1
chip_impl_metric{name="postCtsResizedCells",unit=""} 0
chip_impl_info{name="critical_path.endpoint_type",value="output pin"} 1
chip_impl_metric{name="grt_start_max_net_pins",unit=""} 73
chip_impl_info{name="layout_top_cells",value="576 x sky130_fd_sc_hd__edfxtp_1, 149 x sky130_fd_sc_hd__clkdlybuf4s50_1, 144 x sky130_fd_sc_hd__mux4_2"} 1
chip_impl_metric{name="max_slew_margin",unit=""} 0.502
chip_impl_metric{name="clock_path_buffers",unit=""} 3
chip_impl_metric{name="post_cts_buffers",unit=""} 0
chip_impl_metric{name="clk_latency",unit="ns"} 0.62
chip_impl_metric{name="residual_drc",unit=""} 0
chip_impl_metric{name="vias_in_the_first_global_route",unit=""} 10800
chip_impl_metric{name="synth_seq_share",unit=""} 0.793
chip_impl_metric{name="tightestPinTransition",unit="ns"} 0.747
chip_impl_metric{name="detail_route.wirelength",unit="um"} 43000
chip_impl_info{name="clock_tree_from_tritoncts",value="yes"} 1
chip_impl_metric{name="syn_area_per_cell",unit="sq um"} 25.2
chip_impl_metric{name="syn_to_final_growth",unit="%"} 19.3
chip_impl_metric{name="gate_count_post_synth",unit=""} 877
chip_impl_metric{name="layout-drive-gt1-share",unit=""} 0.296
chip_impl_metric{name="cp_slowest_stage_delay",unit="ns"} 0.90
chip_impl_metric{name="unique_masters_post_synth",unit=""} 19
chip_impl_metric{name="antenna_violating_nets_post_route",unit=""} 0
chip_impl_metric{name="worstRegToRegCells",unit=""} 4
chip_impl_metric{name="drt-pass1-iter-count",unit=""} 4
chip_impl_metric{name="fp.coreArea",unit="sq um"} 54100
chip_impl_metric{name="holdBufCountCts",unit=""} 0
chip_impl_metric{name="fin_crit_sh",unit=""} 0.621
chip_impl_metric{name="placementRows",unit=""} 85
chip_impl_metric{name="drt-initial-drc-count",unit=""} 389
chip_impl_metric{name="ys_chip_area",unit="sq um"} 22100
chip_impl_metric{name="antenna_found_initial",unit=""} 4
chip_impl_metric{name="finalClockSkew",unit="ns"} 0.0142
chip_impl_metric{name="cellLeakagePower",unit="nW"} 8.25
chip_impl_metric{name="setup-tns-final",unit="ns"} 0
chip_impl_metric{name="min_period",unit="ns"} 6.14
chip_impl_info{name="worst-setup-path-type",value="reg2out"} 1
chip_impl_metric{name="post-route-util",unit=""} 0.486
chip_impl_metric{name="grt_remaining_overflow",unit=""} 0
chip_impl_metric{name="wl_per_cell",unit="um"} 23.7
chip_impl_metric{name="setup-violations-final",unit=""} 0
chip_impl_metric{name="power.density_cell_area",unit="nW/um^2"} 291
chip_impl_metric{name="clkSlewWorstSetupHoldPaths",unit="ns"} 0.06
chip_impl_metric{name="final_hold_violation_tally",unit=""} 0
chip_impl_metric{name="critical_path.max_fanout",unit=""} 35
chip_impl_info{name="outcome",value="finished clean"} 1
chip_impl_metric{name="h-tree-depth",unit=""} 2
chip_impl_info{name="cp_top_family",value="buffers and inverters"} 1
chip_impl_metric{name="port_buffers",unit=""} 149
chip_impl_metric{name="nFillCells",unit=""} 4264
chip_impl_metric{name="critical_path_cell_count",unit=""} 5
chip_impl_info{name="rsz0062_at_grt",value="no"} 1
chip_impl_info{name="cts-root-buf",value="sky130_fd_sc_hd__clkbuf_16"} 1
chip_impl_metric{name="report.final.slew_viol_count",unit=""} 0
chip_impl_info{name="crit_path_frequent_cell",value="sky130_fd_sc_hd__buf_4"} 1
chip_impl_metric{name="worstPathArrival",unit="ns"} 4.16
chip_impl_metric{name="number_of_warnings_in_the_stage_logs",unit=""} 25
chip_impl_metric{name="fp.dieH",unit="um"} 237
chip_impl_info{name="timing.rr.end",value="buffer[2][8]"} 1
chip_impl_metric{name="synth_area",unit="sq um"} 22100
chip_impl_metric{name="die_w",unit="um"} 237
chip_impl_metric{name="rrSetupSlack",unit="ns"} 6.94
chip_impl_metric{name="yosysWarnings",unit=""} 1
chip_impl_info{name="cp-startpoint",value="r_ptr[0]"} 1
chip_impl_metric{name="yosys_register_bits",unit=""} 584
chip_impl_metric{name="grt_first_pass_wirelength",unit="um"} 64600
chip_impl_metric{name="synth-cells-yosys",unit=""} 877
chip_impl_metric{name="place.detailed.hpwl",unit="um"} 21400
chip_impl_info{name="yosysTopAreaCell",value="sky130_fd_sc_hd__edfxtp_1"} 1
chip_impl_metric{name="clock_sinks",unit=""} 584
chip_impl_info{name="hold_path_class",value="reg2reg"} 1
chip_impl_metric{name="max_cap_viol_count",unit=""} 0
chip_impl_info{name="crit_chain",value="buf_4 -> buf_4 -> mux4_2 -> mux2_2 -> clkdlybuf4s50_1"} 1
chip_impl_metric{name="totalPowerFinal",unit="mW"} 7.66
chip_impl_info{name="layout.cells.most_common",value="sky130_fd_sc_hd__edfxtp_1"} 1
chip_impl_metric{name="worst-path-buf-inv",unit=""} 3
chip_impl_metric{name="die_area",unit="sq um"} 56100
chip_impl_metric{name="routed-via-count",unit=""} 9575
chip_impl_metric{name="top_level_ports",unit=""} 150
chip_impl_metric{name="numCtsBuffers",unit=""} 60
chip_impl_metric{name="gpl.final_weighted_congestion",unit=""} 0.744
chip_impl_metric{name="fp_util",unit=""} 0.408
chip_impl_info{name="crit_end",value="data_o[5]"} 1
chip_impl_info{name="startpoint_class_of_the_critical_path",value="flip-flop"} 1
metal layers:
layer	routed length [um]	vias to the layer above	global-route usage
met5	35	-	0
met1	15300	4802	0.233
met3	5310	77	0.100
li1	-	4152	-
met4	877	6	0.0297
met2	21400	538	0.266
synthesized netlist by cell type, drive strengths merged:
cell	instances
nand2b	3
mux4	144
clkbuf	14
mux2	74
nor3	2
nor2	5
edfxtp	576
ha	2
dfrtp	8
nor4	1
xnor2	4
xor2	6
buf	29
inv	2
nand4	2
nand2	4
nor4b	1
registers in the layout (all words and copies together) (netlist names):
name / flops
buffer: 576
r_ptr: 4
w_ptr: 4
report_power, final:
group / internal [mW] / leakage, nW / switching (mW)
clock: 1.28 / 0.924 / 0.895
sequential: 3.11 / 5.32 / 0.189
combinational: 1.30 / 2.00 / 0.883
metrics by stage:
| stage | cells | setup WS, ns | hold slack [ns] | cell area [sq um] |
|---|---|---|---|---|
| after floorplan | 877 | 2.35 | 0.465 | 22100 |
| after global placement | 1701 | 4.24 | 0.480 | 24400 |
| after detailed placement | 1701 | 4.23 | 0.482 | 24400 |
| after CTS | 1809 | 3.55 | 0.493 | 26300 |
| after global routing | 1809 | 3.38 | 0.509 | 26300 |
| final | 1810 | 3.76 | 0.488 | 26300 |
cell type report:
cell class / instances / area, sq um / area share
repair buffers: 171 / 1680 / 0.0639
clock inverters: 32 / 330 / 0.0126
inverters: 2 / 8.76 / 0.000333
flip-flops and latches: 584 / 17500 / 0.665
diodes: 1 / 2.50 / 0.0000951
well taps: 696 / 871 / 0.0331
clock buffers: 76 / 1580 / 0.0602
multi-input cells: 248 / 4330 / 0.164
how the worst min path moves through the flow:
| stage | from | end | slack [ns] | cells past startpoint |
|---|---|---|---|---|
| after CTS | r_ptr[3] | r_ptr[3] | 0.49 | 1 |
| after global routing | w_ptr[3] | w_ptr[3] | 0.51 | 1 |
| final | r_ptr[3] | r_ptr[3] | 0.49 | 1 |
logic make-up (layout without fill, tap and decap cells):
logic type,after synthesis,count (layout),synth area share
simple gates,18,18,0.00408
mux,218,218,0.185
other cells,0,1,0
xor+xnor,10,10,0.00397
flops,584,584,0.793
fa+ha+maj,2,2,0.00113
buf+inv,45,281,0.0129
Power and IR drop assume default switching activity.
