## design/flow/config.mk

```make
export PLATFORM = sky130hd
export DESIGN_NAME = header_dec_dsb
export DESIGN_NICKNAME = header_dec_dsb
export VERILOG_FILES = /design/flow/design.v
export SDC_FILE = /design/flow/constraint.sdc
export NUM_CORES = 4
export LEC_CHECK = 1
export CORE_AREA = 10 10 70 70
export DIE_AREA = 0 0 80 80
```

## design/flow/constraint.sdc

```tcl
current_design header_dec_dsb

set clk_period 2.2
set clk_io_pct 0.2

create_clock -name clk0 -period $clk_period

set non_clock_inputs [all_inputs -no_clocks]
set_input_delay [expr $clk_period * $clk_io_pct] -clock clk0 $non_clock_inputs
set_output_delay [expr $clk_period * $clk_io_pct] -clock clk0 [all_outputs]
```

## design/flow/design.v

```verilog
`timescale 1ns/10ps
module header_dec_dsb (
    input rst,
    input [5:0] local_addr,  
    input valid,  
    input [72-1:0] inflit,  
    output reg [4:0] request_vector,  
    output reg [2:0] dest_id_out  
);
wire x_eq;  
wire y_eq;  
wire x_mt;  
wire y_mt;  
wire [1:0] flit_type;  
wire [5:0] des;  
wire [2:0] des_x;  
wire [2:0] des_y;  
wire [2:0] local_x;  
wire [2:0] local_y;  
assign local_x = local_addr[5:3];
assign local_y = local_addr[2:0];
assign flit_type = inflit[72-1 : 72-2];
assign des = inflit[63:58];  
assign des_x = des % 8;
assign des_y = des / 8;
assign x_mt = (des_x > local_x);
assign y_mt = (des_y > local_y);
assign x_eq = (des_x == local_x);
assign y_eq = (des_y == local_y);
always @(*) begin
    if (rst) begin
        request_vector = 5'b00000;
        dest_id_out = 3'd0;  
    end
    else if (valid && (flit_type == 2'b10)) begin
        if (x_eq) begin
            if (y_eq) begin
                request_vector = 5'b10000;  
                dest_id_out = 3'd4;  
            end else if (y_mt) begin
                request_vector = 5'b00001;  
                dest_id_out = 3'd0;  
            end else begin
                request_vector = 5'b00100;  
                dest_id_out = 3'd2;  
            end
        end else if (x_mt) begin
            request_vector = 5'b01000;  
            dest_id_out = 3'd3;  
        end else begin
            request_vector = 5'b00010;  
            dest_id_out = 3'd1;  
        end
    end
    else begin
        request_vector = 5'b00000;
        dest_id_out = 3'd0;  
    end
end
endmodule
```

## design/flow/run.sh

```bash
#!/bin/bash
# OpenROAD 26Q1-2900-gdf79404cd8, Yosys 0.63+post, stock flow scripts
make -C /OpenROAD-flow-scripts/flow DESIGN_CONFIG=/design/flow/config.mk WORK_HOME=/design/flow/orfs finish
```

==> summary.txt <==
Implementation results

Total global-route track usage over all layers is 2.96%. The final timing report lists a hold violation count of 0. The floorplan step defined a core boundary enclosing 3420 µm². The overall routed net length is 952 µm. The count of synthesis-stage warnings from yosys is 1. The number of primary I/O pins is 88. For this run, the script counts the antenna cells in the layout as 0.

Across the whole layout, storage elements account for 0 µm². The report counts max-capacitance violations totalling 0. The total of buffers placed on input and output ports is 24. The library cell appearing most often on the critical path is dlygate4sd2_1. Dividing the final minimum period by the clock period gives 96.2%. The critical path required time is approximately 1800 ps. The count of antenna-violating nets left after detailed routing is 0.

Cell internal power was estimated by the tool at 57.6 µW. The weighted congestion at the end of routability-driven global placement is 0.656. The worst setup path is captured at an output port.

For this design the static power due to leakage is 0.000290 µW. Setup repair after global routing left no endpoint under its margin. STA classifies the critical path startpoint as a primary input. The routed wirelength on the met1 layer is recorded as 406 µm. The critical path is of the primary input to output port type. The routed length on met3 is 38 µm. The average cell area after synthesis is around 6.6 µm². In the Yosys report, the sequential cells make up 0% of the chip area. Yosys reports a chip area of 225 µm². The starting utilization of the core area is 6.59%.

In this run the horizontal extent of the chip is around 80 µm. The type of the worst min-delay path is primary input to output port. Per STA, the worst path is made up of dlygate4sd2_1 > ha_4 > and3_4 > nand2b_4 > inv_2 > and2_1 > dlygate4sd2_1. Counting distinct cell types in the post-synthesis netlist gives 16. The first-pass GRT wire length is 1.61 mm. The area of the mapped netlist is 225 µm². The cell with the largest stage delay on the worst path is dlygate4sd2_1. Dividing total power by cell area gives a power density of 152 nW/µm². The number of global-route vias before repair is 382.

The topmost layer with routed signal wires is met3. The number of cells reported by Yosys stat comes to 34. The vias after detailed routing is 319. The placement stage leaves a total instance area of 515 µm².

The overall die area is 6400 µm². The area share of the leading cell type in the synthesized netlist is 33.3%. Max fanout on the critical path was recorded as 3. The launching element of the worst setup path is inflit[59]. For reference, the final report shows the max-slew violation count at 0. The logs give a warning total of 96.

The clock network power share is 0%. In this run, the combinational gates consume 100.0% of the power. The pin count of the biggest net entering global routing is 5. The flow ran to the end, and the final reports show no timing, DRC or antenna violations.

The part of the total power dissipated in sequential elements is 0%. Per the finish-stage timing summary, setup violations number 0. IR analysis of the VDD net gives a maximum drop of 0.0000627 V. Per the layout report, the design carries 399 filler cells.

Headroom to the max-slew limit came out at 90.0%. The critical path arrival is 1680 ps. Looking at the max-slew report, the worst-margin pin has a slew of between 100 and 150 ps. The floorplan step set the die height to 80 µm. After synthesis, the cell types taking the most area are ha_1 (33%), inv_1 (10%), nand2_1 (6.7%). After floorplanning, the core was divided into 21 placement rows. After layout, the worst setup slack is around 84 ps.

The multi-input combinational cells in the finished layout cover a total of 269 µm². The cell accounting for the most synthesized area is ha_1. The fmax is around 0.47 GHz.

Before antenna repair, the detailed router went through 2 iterations. The switching share of total power is about 37%. Hold repair after CTS inserted 0 buffers. The number of design-rule violations left by the first detailed-router iteration is 1. The half-perimeter wire length after placement is 839 µm. The total global routing overflow is 0. The worst-case setup slack after placement is -517 ps. The detailed-route vias per instance is just under 3. TritonRoute output was used to compute an average wire per cell of 8.81 µm. Per the detail_route report, DRC violations left total 0. The detailed-routed wire length on met2 is a little over 500 µm. The growth of design area from synthesis to finish is 168%.

The gate count of the mapped netlist is 34. The reported net switching power is roughly 34 µW. Per the hold report, the tightest min-delay path originates at inflit[61].

The summed area of non-filler cells in the final layout is a little over 600 µm². The final layout contains a sequential cell count of 0. The final layout report lists a clock buffer count of 0. The timing report gives the biggest stage delay along the critical path as ~260 ps. The proportion of layout cells with a drive suffix above 1 is slightly above 40%. The final period demand of the worst path is approximately 2100 ps. The initial antenna violation count is 0.
## power groups by stage
stage / sequential, µW / clock (µW) / combinational [µW]
after CTS: 0 / 0 / 93.0
after global routing: 0 / 0 / 104
final: 0 / 0 / 91.6
## cell usage after synthesis
master and number:
and2_1 2, ha_1 6, nand3_1 2, inv_1 6, nand2b_2 1, and4bb_2 1
buf_4 1, nor2_1 3, nor2b_1 1, nand2_1 4, o21a_1 1, inv_2 1
o22ai_1 1, a21oi_1 2, and3_4 1, o21ai_1 1
## stage by stage
stage	power, µW	TNS [ps]	hold slack (ps)	instances	utilization, %
finish	91.6	0	1490	108	17.7
global route	104	0	1560	108	17.7
CTS	93.0	0	1660	108	17.7
detailed placement	69.5	-3370	2050	103	15.1
global placement	68.2	-3310	2040	103	15.1
floorplan	30.7	0	1140	34	-
## cells in the final DEF, fill, tap and decap left out
| cell type | netlist | routed |
|---|---|---|
| nand2b_4 | 0 | 1 |
| clkbuf_2 | 0 | 1 |
| nand3_2 | 0 | 2 |
| ha_4 | 0 | 4 |
| nor2_2 | 0 | 1 |
| o22ai_1 | 1 | 1 |
| and4bb_2 | 1 | 1 |
| nor2b_1 | 1 | 1 |
| inv_2 | 1 | 5 |
| dlygate4sd2_1 | 0 | 15 |
| o21ai_2 | 0 | 1 |
| ha_1 | 6 | 2 |
| nand2_2 | 0 | 1 |
| nor2_1 | 3 | 2 |
| nand2_1 | 4 | 3 |
| and3_4 | 1 | 1 |
| dlymetal6s2s_1 | 0 | 1 |
| and2_1 | 2 | 2 |
| clkdlybuf4s15_1 | 0 | 1 |
| buf_4 | 1 | 5 |
| a21oi_2 | 0 | 1 |
| a21oi_1 | 2 | 1 |
| inv_1 | 6 | 2 |
| buf_2 | 0 | 1 |
| o21a_1 | 1 | 1 |
| clkdlybuf4s50_1 | 0 | 5 |
## repair_timing
item	CTS	global route
resized	35	4
buffers inserted	6	0
hold endpoints to repair	0	0
pin swaps	12	4
endpoints found under the setup margin	8	3
## worst max-delay path: cells and delay by family
family / cells / cell delay [ps]
simple gates: 3 / 440
buf+inv: 3 / 520
fa+ha+maj: 1 / 260
## kinds of logic (layout without fill, tap and decap cells)
family          after synthesis  count (layout)  synth area share [%]
fa+ha+maj                     6               6                  33.3
buf+inv                       8              36                  15.0
simple gates                 15              15                  38.9
compound gates                5               5                  12.8
## per-layer routing
metal	vias up	global-route usage [%]
met2	10	6.02
met4	0	0
met3	0	0.341
met5	-	0
li1	167	-
met1	142	3.30
## worst paths after layout
path	end	slack, ps	depth (start not counted)
hold / removal	request_vector[0]	1490	7
setup / recovery	request_vector[1]	80	7
## final cells by class
| class | count | share of cell area (%) |
|---|---|---|
| inverters | 7 | 4.35 |
| multi-input cells | 26 | 44.5 |
| well taps | 46 | 9.52 |
| repair buffers | 29 | 41.6 |
No activity file was given, so power comes from the tool's default toggle rates.
