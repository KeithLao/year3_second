File: config.mk
export PLATFORM = sky130hd
export DESIGN_NAME = switch5
export DESIGN_NICKNAME = switch5
export VERILOG_FILES = /design/flow/design.v
export SDC_FILE = /design/flow/constraint.sdc
export NUM_CORES = 4
export LEC_CHECK = 1
export CORE_AREA = 10 10 97 97
export DIE_AREA = 0 0 107 107
File: constraint.sdc
current_design switch5

set clk_period 10.2
set clk_io_pct 0.2

create_clock -name clk0 -period $clk_period

set non_clock_inputs [all_inputs -no_clocks]
set_input_delay [expr $clk_period * $clk_io_pct] -clock clk0 $non_clock_inputs
set_output_delay [expr $clk_period * $clk_io_pct] -clock clk0 [all_outputs]
File: design.v
`timescale 1ns/10ps
module switch5 #(
    parameter DATA_WIDTH = 36,  
    parameter NUM_INPUTS = 5
) (
    input [DATA_WIDTH-1:0] data0,
    input [DATA_WIDTH-1:0] data1,
    input [DATA_WIDTH-1:0] data2,
    input [DATA_WIDTH-1:0] data3,
    input [DATA_WIDTH-1:0] data4,
    input [NUM_INPUTS-1:0] Gnt,
    output reg [DATA_WIDTH-1:0] dataout
);
always@(*) begin
    case(Gnt)
        5'b00001: dataout = data0;
        5'b00010: dataout = data1;
        5'b00100: dataout = data2;
        5'b01000: dataout = data3;
        5'b10000: dataout = data4;
        default:  dataout = {DATA_WIDTH{1'bz}};  
    endcase
end
endmodule
File: run.sh
#!/bin/bash
# OpenROAD 26Q1-2900-gdf79404cd8, Yosys 0.63+post, stock flow scripts
make -C /OpenROAD-flow-scripts/flow DESIGN_CONFIG=/design/flow/config.mk WORK_HOME=/design/flow/orfs finish
==> flow_metrics.py <==
# Flow results
metrics = {
    "run_status": {
        "outcome": "complete, no violations",
    },
    "routing": {
        "drt_wl_total_mm": 11.68,
        "drtIter0Drc": 144,
        "wl_per_cell_microns": 21.12,
        "diodes": 0,
        "drtPass1Iterations": 4,
        "route.vias.total": 2978,
        "routed_via_density": 5.385,
        "ant_nets": 0,
        "drc": 0,
    },
    "global_route": {
        "grt_usage": 0.1883,
        "grt_max_degree": 77,
        "grt_overflow_total": 0,
        "grt_pass1_wl_mm": 17.44,
        "antenna_found_initial": 0,
        "grt_pass1_vias": 2961,
    },
    "clock_network": {
        "cts_hold_buf": 0,
        "ctsResizeCount": 0,
        "post_cts_buffers": 0,
    },
    "final_timing": {
        "slew_headroom": 0.4715,
        "tns_ns": 0,
        "final.min_clock_period_ns": 6.494,
        "period_used_share": 0.6367,
        "whs_ns": 5.073,
        "rsz0062_at_grt": "false",
        "setup_viol": 0,
        "hold_viol": 0,
        "slew_viol_final": 0,
        "max_freq_mhz": 154.0,
        "tightest_slew_ns": 0.7928,
    },
    "critical_path": {
        "worstSetupPathType": "in -> out",
        "cp_data_arrival_time_ns": 4.45,
        "cp-start-kind": "input port",
        "cp_common_cell": "clkdlybuf4s50_1",
        "path_max_fanout": 23,
        "slowest_stage": "nor2b_2",
        "crit_required_ns": 8.16,
        "critPathMaxStageDelay_ns": 0.58,
        "endpoint_kind": "output port",
        "crit_chain": "clkdlybuf4s50_1 -> nor2b_2 -> buf_4 -> a22oi_1 -> o221ai_1 -> clkdlybuf4s50_1",
    },
    "die": {
        "die_x_microns": 107,
        "core_region_area_sq_um": 7292,
        "die_h_microns": 107,
        "dieArea_sq_um": 11450,
        "rows": 31,
        "fp_util": 0.2488,
        "io_pins": 221,
    },
    "power_and_ir_drop": {
        "power_density_nw_per_um2": 37.62,
        "p_sw_w": 0.00004651,
        "power.share.switching": 0.3057,
        "internal-power_w": 0.0001056,
        "leakagePower_nw": 1.613,
        "ir_drop_uv": 15.48,
        "seq_power_share": 0,
        "power_frac_clock": 0,
        "combPwrFrac": 1.000,
    },
    "logic_synthesis": {
        "syn_area_sq_um": 1814,
        "yosys_cells": 266,
        "yosys_area_sq_um": 1814,
        "top_cell_area_share": 0.3476,
        "yosysWarnings": 2,
        "synth_cell_type_count": 17,
        "top_area_cell": "and3b_1",
        "ys_seq_share": 0,
        "top_cells_by_area": "and3b_1 (35%), o21ai_0 (20%), o221ai_1 (17%)",
        "synthCells": 266,
        "avgSynthCellArea_sq_um": 6.820,
    },
    "run": {
        "cap_violations": 0,
        "warnings": 33,
    },
    "placed_design": {
        "dp_hpwl_mm": 9.334,
        "gp_congestion": 0.9075,
        "placement.io_buffers": 221,
    },
    "cells_and_area": {
        "seq_cells": 0,
        "clkbuf_count": 0,
        "nFillCells": 711,
        "regArea_sq_um": 0,
        "area_delta_synth_final_pct": 122.9,
        "drive_gt1_frac": 0.03084,
    },
    "hold_path": {
        "holdCritPathClass": "in -> out",
    },
}
## layer usage
layer | GRT usage | part of all wire
met5 | 0 | 0
met4 | 0.01644 | 0.0089
met3 | 0.04366 | 0.081
met2 | 0.3349 | 0.50
met1 | 0.2331 | 0.41
## critical path, delay by kind of cell
family / cells / cell delay [ns]
compound gates: 2 / 0.31
simple gates: 1 / 0.58
buf+inv: 3 / 1.50
## final timing paths
| path | from | endpoint | depth (start not counted) |
|---|---|---|---|
| setup / recovery | Gnt[1] | dataout[6] | 6 |
| hold / removal | data0[11] | dataout[11] | 4 |
## cell usage after synthesis
| library cell | number |
|---|---|
| buf_4 | 1 |
| o21ai_0 | 71 |
| o21ai_1 | 1 |
| nor4b_1 | 1 |
| or3_1 | 2 |
| nor2b_1 | 1 |
| clkbuf_1 | 29 |
| and2b_1 | 1 |
| clkbuf_2 | 5 |
| nor4_1 | 1 |
| xnor2_1 | 1 |
| and3b_1 | 72 |
| o221ai_1 | 36 |
| nor3_1 | 1 |
| mux2_2 | 1 |
| buf_2 | 6 |
| a22oi_1 | 36 |
## power groups by stage
stage / registers [W] / clock network (W) / logic (W)
after global routing: 0 / 0 / 0.000164
final: 0 / 0 / 0.000152
after CTS: 0 / 0 / 0.000154
## per-stage QoR
step           area [sq um]  total power, W  cells  setup slack (ns)    util
2_1_floorplan          1814      0.00004540    266             5.215       -
3_3_place_gp           4044       0.0001518    553             3.789  0.5546
3_5_place_dp           4044       0.0001532    553             3.736  0.5546
4_1_cts                4044       0.0001539    553             3.728  0.5546
5_1_grt                4044       0.0001644    553             3.603  0.5546
6_report               4044       0.0001521    553             3.706  0.5546
## placed cells by master, fill, tap and decap left out, drive strengths merged
cell	count
a22oi	36
and2b	1
and3b	72
buf	10
clkdlybuf4s50	219
mux2	1
nor2b	1
nor3	1
nor4	1
nor4b	1
o21ai	72
o221ai	36
or3	2
xnor2	1
## layout make-up
| type | count | area [sq um] | area share |
|---|---|---|---|
| multi-input cells | 225 | 1658 | 0.4100 |
| well taps | 99 | 123.9 | 0.03063 |
| repair buffers | 229 | 2262 | 0.5594 |
## kinds of logic (layout without fill, tap and decap cells)
logic type | after synthesis | count (layout) | share of synthesized area
and+or+nand+nor | 79 | 79 | 0.3731
buffers and inverters | 41 | 229 | 0.09448
AOI/OAI and AO/OA | 144 | 144 | 0.5214
muxes | 1 | 1 | 0.006206
xor gates and xnor gates | 1 | 1 | 0.004828
Power figures rest on the tool's default switching activity, not on a simulated workload.
